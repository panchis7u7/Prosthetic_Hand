### design/flow/design.v
module PWM_Divider #(
	parameter DIVISOR = 28'd1000000, 
	parameter DUTY_CYCLE = 7'd50,
	parameter DYNAMIC = 1'd0) (
	input wire clk,
	input [7:0] adc,
	output reg pwm
);
reg [27:0] counter = 28'd0;
always @(posedge clk)
begin
	counter <= counter + 28'd1;
	if(DYNAMIC == 1'd1)
			pwm <= (counter<((273*adc)+49999)) ? 1:0;
		else
			pwm <= (counter<((DIVISOR*DUTY_CYCLE)/100)) ? 1:0;
	if(counter >= (DIVISOR-1))
		counter <= 28'd0;
end
endmodule
### design/flow/run.sh
#!/bin/bash
# OpenROAD 26Q1-2900-gdf79404cd8, Yosys 0.63+post, stock flow scripts
make -C /OpenROAD-flow-scripts/flow DESIGN_CONFIG=/design/flow/config.mk WORK_HOME=/design/flow/orfs finish
### design/flow/config.mk
export PLATFORM = sky130hd
export DESIGN_NAME = PWM_Divider
export DESIGN_NICKNAME = PWM_Divider
export VERILOG_FILES = /design/flow/design.v
export SDC_FILE = /design/flow/constraint.sdc
export NUM_CORES = 4
export LEC_CHECK = 1
export CORE_AREA = 10 10 110 110
export DIE_AREA = 0 0 120 120
### design/flow/constraint.sdc
current_design PWM_Divider

set clk_period 2.9
set clk_io_pct 0.2

create_clock -name clk0 -period $clk_period [get_ports {clk}]

set non_clock_inputs [all_inputs -no_clocks]
set_input_delay [expr $clk_period * $clk_io_pct] -clock clk0 $non_clock_inputs
set_output_delay [expr $clk_period * $clk_io_pct] -clock clk0 [all_outputs]
==> results_slide.txt <==
Flow Results at a Glance

Setup path
  • CP Class: reg -> reg
  • RR Startpoint: counter[0]
  • Crit. End Element: flip-flop
  • R2R cell count: 5
  • CP max FO: 5
  • Reg-to-reg setup timing slack: 1.01 ns
  • Arrival time at the worst endpoint: 2.11 ns
  • Worst r2r dst: counter[14]
  • Startpoint Class: flip-flop
  • Critical Path RT: 3.11 ns

Final timing
  • Final WS setup: 1.01 ns
  • Final period utilization: 65.3%
  • Slew Limit Headroom: between 40% and 50%
  • Setup TNS: 0 ns
  • Final hold violations: 0
  • Setup violators final: 0
  • Post-layout minimum cycle time: 1.89 ns
  • FMAX: 528 MHz
  • Final setup skew: 0.00453 ns
  • Final hold slack: 0.466 ns
  • Final Max Tran Viols: 0
  • Unrepaired setup endpoints after global routing: false
  • Worst slew pin tran: 0.888 ns

Pwr
  • Leakage: 0.427 nW
  • Max VDD drop: 0.279 mV
  • Design Power: 0.721 mW
  • PwrDens: 493 nW/um2

Place
  • Detailed Place HPWL: 1420 um
  • Placed Area: 1380 um2
  • Placed insts: 266
  • Worst slack, placed: 1.01 ns
  • Number of port buffers: 1
  • Placer Congestion: 0.775

Min path
  • Hold depth: 1
  • Hold endpoint: counter[0]
  • Hold Path Class: reg -> reg
  • Worst hold start: counter[0]

Global routing
  • First-pass GRT wire length: ~3500 um
  • Number of global-route vias before repair: 810
  • Largest net degree at the start of global routing: 21
  • Total GRT Usage: 2.81%
  • Initial antenna violation count: 0
  • GRT overflow: 0

Outcome
  • Status: completed

Floorplanning
  • Io pins: 10
  • Chip height: about 120 um
  • Core area: between 9000 and 10000 um2
  • Initial Util: roughly 12%
  • DIE AREA: 14400 um2
  • FP Rows: 36
  • Die W: around 120 um

Clock tree
  • Clock transition at path regs: ~0.060 ns
  • CTS Sinks: 29
  • CTS root buf: clkbuf_8
  • Maximum clock insertion buffer count: 2
  • CTS resizes: 0
  • CTS tree: yes
  • Setup bufs post-CTS: 0
  • Post-cts hold-fix buffer tally: 0
  • Clock latency (worst-skew pair): ~0.28 ns
  • CTS H-tree lvls: 2
  • CTS buffer count: 5

Logic synthesis
  • Synth Seq Share: 48.7%
  • Post-synth top cells: 29 x dfxtp_1, 17 x nor2_1, 9 x nand2_1, 7 x xnor2_1
  • Cell Type Count: 38
  • Mapped Area: 1190 um2
  • Main flop type: dfxtp_1
  • Post-synth regs: 29
  • Yosys Instances: around 130
  • Synth warn: 1
  • Yosys Chip Area: ~1200 um2
  • Mapped Cells: 128
  • Area leader, netlist: dfxtp_1
  • Yosys top cell area share: 48.7%
  • Post-synth EDFFs: 0
  • Biggest area cells: dfxtp_1 49%, nor2_1 5.4%, xnor2_1 5.1%
  • Async S/R FF share, synth: 0%
  • Syn_area_per_cell: about 9.3 um2
  • Synth top cell by count: dfxtp_1

Routing
  • Wire per inst: approximately 7.3 um
  • ANT cells: 0
  • Routed WL: 2010 um
  • Antenna-violating nets left: 0
  • Drc violations: 0
  • Starting DRT DRC Count: between 70 and 80
  • Drt first pass iters: 4
  • Routed vias/inst: 3.16
  • Via count: 865

Final layout
  • Layout area overhead: 22.9%
  • Share of cells above drive strength 1: 11.3%
  • Layout Cells excl Fill: 274
  • Post-layout util: 15.0%
  • Finished layout cell area: approximately 1500 um2
  • Filler cells: 1090

Job
  • Max-capacitance violation count: 0
  • OpenROAD warnings: 33
==> flip-flops by register name, summed over array words and instances, names as in the netlist <==
| register | cells |
|---|---|
| counter | 28 |
| pwm | 1 |
==> area by class of cell <==
type	count	area [um2]	share of cell area (%)
Sequential cell	29	581	39.7
Tap cell	133	166	11.4
Clock inverter	3	17.5	1.20
Multi-Input combinational cell	98	598	40.9
Timing Repair Buffer	2	17.5	1.20
Inverter	4	15.0	1.03
Clock buffer	5	68.8	4.70
==> critical path: stages, from the launching register on <==
cell and delay, ns:
dfxtp_1 0.37, ha_1 0.26, nand4_2 0.18, or4_4 0.56, or3_1 0.31, a21oi_1 0.14
==> how the worst max path moves through the flow <==
stage,startpoint,endpoint,slack (ns)
after CTS,counter[0],counter[14],0.99
after global routing,counter[0],counter[14],0.89
final,counter[0],counter[14],1.01
==> routing by layer <==
metal,vias to the layer above,track usage (%),part of all wire [%]
li1,468,-,-
met1,382,4.07,55
met5,-,0,0
met3,5,0.952,4.0
met4,0,0.528,1.3
met2,10,3.99,39
==> placed cells by master (no fill, tap or decap), drive strengths merged, types with 5 or more instances in the layout <==
cell    count
o21ai       5
conb        8
nand3       7
xnor2       7
nand2       9
dfxtp      29
clkbuf      5
nor2       17
a21oi       6
==> power by group <==
group | total (mW) | internal (mW) | switching [mW]
registers | 0.406 | 0.404 | 0.00144
clock network | 0.313 | 0.165 | 0.148
logic | 0.00225 | 0.000557 | 0.00169
==> logic make-up (layout without fill, tap and decap cells) <==
family	after synthesis	after routing	synth area share, %
other	1	8	0.315
adder cells (fa/ha/maj)	1	1	1.05
AND/OR/NAND/NOR	59	59	28.4
flip-flops	29	29	48.7
buffers and inverters	8	14	3.26
XOR/XNOR	11	11	8.09
AND-OR/OR-AND	19	19	10.2
Power figures rest on the tool's default switching activity, not on a simulated workload.
