**design.v**
```verilog
module BCD_Cathode_Controller(
	input [3:0] selected_digit_data,
	output reg [7:0] digit
);
always @(selected_digit_data)
begin
	case(selected_digit_data)
		4'd0: digit = 8'b11000000;	 
		4'd1: digit = 8'b11111001;	 
		4'd2: digit = 8'b10100100;	 
		4'd3: digit = 8'b10110000;	 
		4'd4: digit = 8'b10011001;	 
		4'd5: digit = 8'b10010010;	 
		4'd6: digit = 8'b10000010;	 
		4'd7: digit = 8'b11111000;	 
		4'd8: digit = 8'b10000000;	 
		4'd9: digit = 8'b10010000;	 
		default: digit = 8'b11000000;	 
	endcase
end
endmodule
```
**run.sh**
```bash
#!/bin/bash
# OpenROAD 26Q1-2900-gdf79404cd8, Yosys 0.63+post, stock flow scripts
make -C /OpenROAD-flow-scripts/flow DESIGN_CONFIG=/design/flow/config.mk WORK_HOME=/design/flow/orfs finish
```
**config.mk**
```make
export PLATFORM = sky130hd
export DESIGN_NAME = BCD_Cathode_Controller
export DESIGN_NICKNAME = BCD_Cathode_Controller
export VERILOG_FILES = /design/flow/design.v
export SDC_FILE = /design/flow/constraint.sdc
export NUM_CORES = 4
export LEC_CHECK = 1
export CORE_AREA = 10 10 70 70
export DIE_AREA = 0 0 80 80
```
**constraint.sdc**
```tcl
current_design BCD_Cathode_Controller

set clk_period 1.6
set clk_io_pct 0.2

create_clock -name clk0 -period $clk_period

set non_clock_inputs [all_inputs -no_clocks]
set_input_delay [expr $clk_period * $clk_io_pct] -clock clk0 $non_clock_inputs
set_output_delay [expr $clk_period * $clk_io_pct] -clock clk0 [all_outputs]
```
==> notes.md <==
Notes on the flow outputs.

- The run finished with clean final reports.
- The highest clock rate this design can be run at is 674.2 MHz.
- The post-layout period usage of the worst path reads between 90 and 100%.
- The final timing report counts setup violations totalling 0.
- The die outline height reads 80 um.
- The aggregate global-route resource usage reads between 1.5 and 2%.
- Summing all multi-input logic gate instances after layout gives roughly 220 sq um.
- The routed layout reports a DRC error count of 0.
- The static power due to leakage is slightly below 0.2 nW.
- The sequential share of the synthesized area is 0%.
- STA puts the critical path data required time at ~1.3 ns.
- For reference, the most critical setup path is categorized as in2out.
- The min-delay analysis places its worst path in the category in2out.
- The stat command in Yosys gives a chip area of approximately 200 sq um.
- The layout clock buffer count is 0.
- The most critical hold endpoint after final layout shows a slack of 1.147 ns.
- The data arrival time of the worst path reads 1.16 ns.
- The placement-stage worst setup slack is -0.7240 ns.
- The largest net degree at the start of global routing reads 8.
- The routed length per placed instance reads between 7 and 8 um.
- The area of the core reads ~3400 sq um.
- The fraction of layout cells with a size suffix above 1 reads a little over three fifths.
- The overall die width is ~80 um.
- The cell total after placement reads about 86.
- Per the timing report, the biggest fanout along the worst path comes to 2.
- The total power draw is between 80 and 90 uW.
- The mean instance size in the synthesized netlist reads 7.229 sq um.
- STA classifies the critical path endpoint as an output pin.
- The initial detailed-routing violation count reads 2.
- The final cell utilization of the core is 12.82%.
- The number of distinct library cells after synthesis reads 16.
- The average vias per placed instance is roughly 2.4.
- The post-synthesis cell count reads 27.
- Setup repair after global routing left no endpoint under its margin.
- The cell area power density reads 196.1 nW/um^2.
- The residual antenna-violating net count after detailed routing is 0.
- The slack of the critical path reads around 0.12 ns.
- After filler insertion, the fill cell instance count of the layout stands at roughly 390.
- The sort of element at the start of the critical path reads an input port.
- The last weighted congestion value of the routability-driven placer is 0.7021.
- The yosys cell count reads 27.
- The total of max-cap violations reads 0.
- The footprint of the flip-flops and latches is 0 sq um.
- The row count is 21.
- The number of I/O pins reads 12.
- The count of input and output buffers reads 11.
- The die outline area is 6400 sq um.
- The peak supply drop reads approximately 0.000025 V.
- OpenROAD emitted warnings numbering 36.
- The cell area after technology mapping is roughly 200 sq um.
- The initial antenna violation count is 0.
- The final timing report derives a shortest allowable period of around 1.5 ns.
- The flop count reads 0.
- The placement-stage cell area is 376.6 sq um.
- The number of global-route vias before repair is 202.
- After the flow finishes, the layout carries non-filler instances totaling around 90.
- The total wire length after detailed routing reads between 600 and 700 um.
- The final layout reports a setup TNS of 0 ns.
- Before antenna repair, the detailed router went through 2 iterations.
- For reference, the final report shows the max-slew violation count at 0.
- The total antenna diodes in the routed design is 0.
- The initial standard-cell utilization of the core reads between 5 and 6%.
- The HPWL after detailed placement is about 460 um.
- The hold buffer count at cts reads 0.
- The count of vias placed by the detailed router is about 210.
- The leftover overflow at the end of global routing is 0.
- In this run the layout overhead on the synthesized area is reported as 124.4%.
- The total count of hold-check failures in the final report reads 0.
- The finished layout cell area is around 440 sq um.
- The wire length of the first global-routing pass reads 897 um.
- The number of warnings issued by yosys reads 1.
-- Yosys cell counts --
cell type | number | area share [%]
sky130_fd_sc_hd__buf_2 | 1 | 2.6
sky130_fd_sc_hd__a211oi_2 | 1 | 6.4
sky130_fd_sc_hd__mux2i_1 | 1 | 5.1
sky130_fd_sc_hd__nor2_4 | 1 | 5.8
sky130_fd_sc_hd__o21ai_0 | 1 | 2.6
sky130_fd_sc_hd__a21oi_1 | 4 | 10
sky130_fd_sc_hd__buf_6 | 1 | 5.8
sky130_fd_sc_hd__nor2_1 | 3 | 5.8
sky130_fd_sc_hd__nand2b_4 | 1 | 7.0
sky130_fd_sc_hd__or2b_1 | 1 | 3.8
sky130_fd_sc_hd__nand2_1 | 3 | 5.8
sky130_fd_sc_hd__ha_1 | 4 | 26
sky130_fd_sc_hd__inv_1 | 2 | 3.8
sky130_fd_sc_hd__buf_4 | 1 | 3.8
sky130_fd_sc_hd__nor3b_1 | 1 | 3.8
sky130_fd_sc_hd__conb_1 | 1 | 1.9
-- power by group --
group          switching (mW)  total [mW]  internal, mW
clock                       0           0             0
sequential                  0           0             0
combinational          0.0371      0.0859        0.0488
total                  0.0371      0.0859        0.0488
-- cell type report --
class,count,share of cell area [%]
Tap cell,46,13.14
Timing Repair Buffer,19,34.00
Multi-Input combinational cell,22,51.14
Inverter,2,1.714
-- layout by cell type, fill, tap and decap left out, types with 2 or more instances in the layout --
master / n
sky130_fd_sc_hd__a21oi_1: 2
sky130_fd_sc_hd__nand2_1: 3
sky130_fd_sc_hd__a21oi_2: 2
sky130_fd_sc_hd__buf_4: 5
sky130_fd_sc_hd__nor2_4: 2
sky130_fd_sc_hd__inv_2: 2
sky130_fd_sc_hd__nor2_1: 2
sky130_fd_sc_hd__ha_4: 3
sky130_fd_sc_hd__dlygate4sd2_1: 4
sky130_fd_sc_hd__buf_6: 2
sky130_fd_sc_hd__buf_2: 6
-- metal layers --
layer	wire [um]	share of wire (%)	global-route usage (%)
met1	260	42	1.978
met3	81	13	0.3409
met5	0	0	0
met2	283	45	2.889
met4	0	0	0
-- critical path: stages --
cell	delay, ns
sky130_fd_sc_hd__buf_2	0.11
sky130_fd_sc_hd__inv_2	0.05
sky130_fd_sc_hd__buf_4	0.12
sky130_fd_sc_hd__ha_2	0.17
sky130_fd_sc_hd__nor3b_2	0.14
sky130_fd_sc_hd__dlygate4sd2_1	0.24
-- final timing paths --
| check | startpoint | slack [ns] | end | cells past startpoint |
|---|---|---|---|---|
| setup / recovery | selected_digit_data[0] | 0.12 | digit[2] | 6 |
| hold / removal | selected_digit_data[1] | 1.15 | digit[6] | 5 |
-- logic make-up after synthesis --
group           share of synthesized area [%]
simple gates                            32.05
other cells                             1.921
mux                                     5.128
fa+ha+maj                               25.64
buf+inv                                 16.03
compound gates                          19.23
-- repair_timing --
item | CTS | global route
setup endpoints to repair | 7 | 4
gates resized | 33 | 8
pin swaps | 3 | 1
setup buffers | 1 | 1
cloned | 1 | 0
Power is estimated from default activity; no workload was simulated.
